==> design.v <==
module fsm(
    clk,
    rst,
    in1,
    in2,
    out1,
    out2
);
input clk;
input rst;
input in1, in2;
output reg out1, out2;
reg [1:0] state, next_state;  
localparam STATE_S0 = 2'd0;
localparam STATE_S1 = 2'd1;
localparam STATE_S2 = 2'd2;
always @(*) begin
    next_state = state;
    out1 = 1'b0; 
    out2 = 2'b0;
    case(state)
        STATE_S0: begin
            if (in1) begin
                next_state = STATE_S1;
            end
            out1 = 1'b1;
        end
        STATE_S1: begin
            out2 = 1'b1;
            next_state = STATE_S2;
        end
        STATE_S2: begin
            if (in1 & in2) begin
                next_state = STATE_S1;
            end else if (~in1) begin
                next_state = STATE_S0;
            end
            out1 = 1'b1;
        end
    endcase
end
always @(posedge clk or posedge rst) begin
    if (rst) begin
        state = STATE_S1;  
    end else begin
        state = next_state;
    end
end
endmodule
==> run.sh <==
#!/bin/bash
# OpenROAD 26Q1-2900-gdf79404cd8, Yosys 0.63+post, stock flow scripts
make -C /OpenROAD-flow-scripts/flow DESIGN_CONFIG=/design/flow/config.mk WORK_HOME=/design/flow/orfs finish
==> config.mk <==
export PLATFORM = sky130hd
export DESIGN_NAME = fsm
export DESIGN_NICKNAME = fsm
export VERILOG_FILES = /design/flow/design.v
export SDC_FILE = /design/flow/constraint.sdc
export NUM_CORES = 4
export LEC_CHECK = 1
export CORE_AREA = 10 10 70 70
export DIE_AREA = 0 0 80 80
==> constraint.sdc <==
current_design fsm

set clk_period 1.0
set clk_io_pct 0.2

create_clock -name clk0 -period $clk_period [get_ports {clk}]

set non_clock_inputs [all_inputs -no_clocks]
set_input_delay [expr $clk_period * $clk_io_pct] -clock clk0 $non_clock_inputs
set_output_delay [expr $clk_period * $clk_io_pct] -clock clk0 [all_outputs]
==> Slide: Implementation Results <==
Physical Implementation Snapshot

Status
  • Status: finished, violations left
  • Failing checks: negative setup slack

Synthesis
  • Number of enable flip-flop cells: 0
  • Yosys stat area: 126.4 um^2
  • Adders+Majority by Area: 0
  • Synthesized flop and latch total: 3
  • AND-OR/OR-AND Cells, Area Fraction: 0.1089
  • Ys async rst share: 1.000
  • Avg Cell Area, Syn: 12.64 um^2
  • Synth warnings: 1
  • Synthesized instance count: 10
  • Top cells, area: dfrtp_1 (40%), dfstp_2 (21%), nor2b_4 (11%)
  • Comb area leader: simple AND/OR/NAND/NOR gates
  • XORs/XNORs by Area: 0
  • Post-synth top cells: dfrtp_1 (2), inv_1 (2)
  • Yosys top cell area share: 0.3960
  • Distinct cell type count after synthesis: 8
  • Main synth FF type: dfrtp_1
  • Yosys cell count: 10
  • Yosys top cell by area: dfrtp_1
  • Mapped Area: 126.4 um^2
  • Simple share: 0.2277
  • MUX share of area: 0
  • Post-synth seq share: 0.6040

Flow run
  • Tool warnings: 27
  • Max_cap viols: 0

Die
  • FP Rows: 21
  • I/O pin total: 6
  • Core Area: 0.003416 mm^2
  • DIE HEIGHT: 80 um
  • DIE AREA: 0.006400 mm^2
  • Initial core utilization: 0.03700
  • Die width: 80 um

Placed design
  • # placed instances: 63
  • Post-DP Area: 249.0 um^2
  • # port buffers: 5
  • Placer Congestion: 0.6399

Critical path
  • Worst Setup Path Type: flip-flop to output port
  • CP Capture Type: output port
  • Arr. time, crit path: 950 ps
  • Maximum fanout along the worst path: 2
  • Crit path DRT: 800 ps
  • CP startpoint kind: flip-flop

Global routing
  • Vias in the first global route: 150
  • Initial antenna violation count: 0
  • Global Route Usage Sum: 0.01274
  • Largest net degree at the start of global routing: 4
  • First-pass GRT wire length: 593 um
  • Gr ovfl total: 0

CTS
  • Cts bufs inserted: 3
  • Clock Sinks: 3
  • Worst-path clk slew: 40 ps
  • Htree depth: 1
  • Clk latency of the worst-skew pair: 230 ps
  • CTS tree: done
  • Longest Clk Path Bufs: 2
  • CTS root buffer: clkbuf_4

Detailed routing
  • Post-route DRC: 0
  • M1 WL: 132 um
  • Final ANT Viol Nets: 0
  • Met2 WL: 176 um
  • Via count: 126
  • Average wire per cell in the routed design: 5.286 um
  • Drt pass-1 iters: 2
  • Routed wl met3: 60 um
  • Top routing layer in use: met3
  • 1st-iter DRT viols: 6
  • Vias per cell: 1.800
  • Antenna Cells: 0
  • Final wirelength: 370 um

Hold path
  • Min-Delay Path Class: input port to asynchronous set/reset pin

Finish
  • Synth-to-layout area growth: 132.7%
  • Share of layout cells above drive strength 1: 0.5833
  • Finished Layout Cells: 70
  • Fin util: 0.08608
  • Post-route cell area: 294.0 um^2
  • Max reg flops: 3

Power
  • Worst vdd ir: 0.1959 mV
  • Power Dens Cells: 1198 mW/mm^2
  • Leakage power: 0.1271 nW

Timing
  • Final WS setup: -152.8 ps
  • Total Neg Setup Slack: -192.6 ps
  • Slew Viols, Final: 0
  • Fmax: 867.4 MHz
  • Worst-Margin Slew: 122.7 ps
  • Final Hold Vio Count: 0
  • Final min period: 1153 ps
  • # setup viols final: 2
  • Worst Skew: 1.650 ps
  • RSZ-0062 raised after global routing: yes
  • Max-Slew Margin vs Limit: 0.9179
  • Final critical-path share of the clock period: 1.153
-- path summary, 6_finish.rpt --
path | cells after the start | slack, ps | to | from
max | 2 | -150 | out1 | state[2]$_DFF_PP0_
max in group asynchronous | 2 | 650 | state[0]$_DFF_PP1_ | rst
min in group clk0 | 3 | 580 | state[0]$_DFF_PP1_ | in2
min | 2 | 140 | state[2]$_DFF_PP0_ | rst
min reg2reg | 3 | 600 | state[0]$_DFF_PP1_ | state[1]$_DFF_PP0_
max reg2reg | 3 | 40 | state[1]$_DFF_PP0_ | state[2]$_DFF_PP0_
-- per-layer routing --
metal,vias to the layer above,global-route usage
li1,61,-
met3,0,0.01591
met4,0,0.005282
met1,61,0.01130
met5,-,0
met2,4,0.01685
-- layout by cell type, fill, tap and decap left out --
cell type,netlist,final
buf_4,0,5
clkbuf_4,0,3
clkdlybuf4s50_1,0,3
inv_1,2,2
dfrtp_1,2,2
or2_4,1,1
nor2b_4,1,1
a31o_2,1,1
a21oi_1,1,1
nor2b_1,1,1
clkbuf_1,0,1
buf_6,0,1
buf_2,0,1
dfstp_2,1,1
-- area by class of cell --
| type | instances | area [um^2] |
|---|---|---|
| Clock buffer | 4 | 26.28 |
| Fill cell | 404 | 3122 |
| Inverter | 2 | 7.507 |
| Multi-Input combinational cell | 5 | 42.54 |
| Sequential cell | 3 | 76.32 |
| Tap cell | 46 | 57.56 |
| Timing Repair Buffer | 10 | 83.83 |
-- report_power, final --
| part | internal [mW] | leakage (nW) | switching, mW |
|---|---|---|---|
| Combinational | 0.0139 | 0.0738 | 0.00746 |
| Sequential | 0.122 | 0.0383 | 0 |
| Clock | 0.149 | 0.0150 | 0.0594 |
-- kinds of logic after synthesis --
kind of cell,after synthesis
and+or+nand+nor,3
DFF,3
AOI/OAI and AO/OA,2
buffers and inverters,2
-- critical path, cell delays in order (launching register included) --
cell     delay [ps]
dfrtp_1         360
or2_4           250
buf_6           110
-- stage by stage --
step                hold slack, ps  setup slack [ps]  total power, mW
floorplan                   -47.08             187.7           0.1272
global placement             380.3            -221.7           0.1447
detailed placement           389.5            -232.5           0.1454
CTS                          136.9            -167.8           0.3687
global route                 136.4            -185.2           0.3832
finish                       138.9            -152.8           0.3523
-- timing repair --
action | in CTS | in global routing
pin swaps | 1 | 0
gates resized | 7 | 0
hold endpoints to repair | 0 | 0
endpoints found under the setup margin | 2 | 2
hold buffers | 0 | 0
setup buffers | 3 | 0
No activity file was given, so power comes from the tool's default toggle rates.
